**flow/design.v**
```verilog
`default_nettype none
module 
picoblaze_template
#(
parameter clk_freq_in_hz = 25000000
) (
				output reg[7:0] led,
				output reg[7:0] ledr,
            inout [7:0] lcd_d,
            output reg lcd_rs,
            output lcd_rw,
            output reg lcd_e,
				input clk,
				input [7:0]dataVAL,
				input interupt_flag,
				input [7:0] input_data
			     );
wire[9:0]  address;
wire[17:0]  instruction;
wire[7:0]  port_id;
wire[7:0]  out_port;
reg[7:0]  in_port;
wire  write_strobe;
wire  read_strobe;
reg  interrupt;
wire  interrupt_ack;
wire  kcpsm3_reset;
reg[26:0] int_count;
reg event_1hz;
reg event_int_flag;
reg        lcd_rw_control;
reg[7:0]   lcd_output_data;
pacoblaze3 led_8seg_kcpsm
(
                  .address(address),
               .instruction(instruction),
                   .port_id(port_id),
              .write_strobe(write_strobe),
                  .out_port(out_port),
               .read_strobe(read_strobe),
                   .in_port(in_port),
                 .interrupt(interrupt),
             .interrupt_ack(interrupt_ack),
                     .reset(kcpsm3_reset),
                       .clk(clk));
 wire [19:0] raw_instruction;
	pacoblaze_instruction_memory 
	pacoblaze_instruction_memory_inst(
     	.addr(address),
	    .outdata(raw_instruction)
	);
	always @ (posedge clk)
	begin
	      instruction <= raw_instruction[17:0];
	end
    assign kcpsm3_reset = 0;                       
 always @ (posedge clk)   
 begin
      if (interrupt_ack)  
            interrupt <= 0;
      else if (interupt_flag)    
      		 interrupt <= 1;
 end
 always @ (posedge clk)
 begin
    case (port_id[7:0])
        8'h0:    in_port <= input_data;
		  8'h1:	  in_port <= dataVAL;      
        default: in_port <= 8'bx;
    endcase
end
  always @ (posedge clk)
  begin
        if (write_strobe & port_id[7])   
          led <= out_port;
        if (write_strobe & port_id[3])   
          ledr <= out_port;
        if (write_strobe & port_id[6])   
          lcd_output_data <= out_port;
        if (write_strobe & port_id[5])  
	  begin
             lcd_rs <= out_port[2];
             lcd_rw_control <= out_port[1];
             lcd_e <= out_port[0];
        end
  end
  assign lcd_rw = lcd_rw_control;
  assign lcd_d = lcd_rw_control ? 8'bZZZZZZZZ : lcd_output_data;
endmodule
module control_FSM(input clk, input start_flag,
						output array_start_flag, 
						input [7:0] s_array_address, input [7:0] s_array_data, input s_array_wren, output [7:0] s_array_q,
						input [7:0]shuffle_address, input [7:0]shuffle_data, input shuffle_wren, output [7:0] shuffle_q,
						input [4:0]computeEncrypt_address, input [7:0]computeEncrypt_data,input computeEncrypt_wren,
						output [7:0] computeEncrypt_q,
						input array_done_flag, input swap_done_flag, input compute_done_flag,
						output [7:0] s_address, output [7:0] s_data, output s_wren, input [7:0] s_q,
						output test_bit
						);
reg [2:0]state;
parameter [2:0] INIT =  3'b000;
parameter [2:0] S_ARRAY = 3'b001;
parameter [2:0] SHUFFLE = 3'b011;
parameter [2:0] COMPUTE	= 3'b010;
always_ff @(posedge clk)
begin
	case(state)
		INIT: 
		begin 
			if(start_flag)
					state <= S_ARRAY;
			else
					state <= INIT;
		end
		S_ARRAY: 
		begin 
			if(array_done_flag)
				state <= SHUFFLE;
			else
				state <= S_ARRAY;
		end
		SHUFFLE:
		begin
			if(swap_done_flag)
				state <= SHUFFLE;
			else
				state <= SHUFFLE;
		end
		COMPUTE:	
		begin 
			if(compute_done_flag)
				state <= INIT;
			else
				state <= COMPUTE;
		end
		default: state <= INIT;
	endcase
end
always @(posedge clk)
begin
	if(state == INIT)
	begin
		array_start_flag <= 1'b1;
	end
	else if(state == S_ARRAY)
	begin
		array_start_flag = 1'b1;
		s_address = s_array_address;
		s_data 	 = s_array_data;
		s_wren 	 = s_array_wren;
		s_array_q = s_q;
	end
	else if(state == SHUFFLE)
	begin
		array_start_flag = 1'b1;
		s_address = shuffle_address;
		s_data = shuffle_data;
		s_wren = shuffle_wren;
		shuffle_q = s_q;
	end
	else if(state == COMPUTE)
	begin
		array_start_flag <= 1'b0;
		s_address <= computeEncrypt_address;
		s_data 	 <= computeEncrypt_data;
		s_wren 	 <= computeEncrypt_wren;
		computeEncrypt_q = s_q;
	end
	else
	begin
		array_start_flag <= 1'b0;
	end
end
endmodule
```
**flow/run.sh**
```bash
#!/bin/bash
# OpenROAD 26Q1-2900-gdf79404cd8, Yosys 0.63+post, stock flow scripts
make -C /OpenROAD-flow-scripts/flow DESIGN_CONFIG=/design/flow/config.mk WORK_HOME=/design/flow/orfs finish
```
**flow/config.mk**
```make
export PLATFORM = sky130hd
export DESIGN_NAME = control_FSM
export DESIGN_NICKNAME = control_FSM
export VERILOG_FILES = /design/flow/design.v
export SDC_FILE = /design/flow/constraint.sdc
export NUM_CORES = 4
export LEC_CHECK = 1
export CORE_UTILIZATION = 40
```
**flow/constraint.sdc**
```tcl
current_design control_FSM

set clk_period 2.5
set clk_io_pct 0.2

create_clock -name clk0 -period $clk_period [get_ports {clk}]

set non_clock_inputs [all_inputs -no_clocks]
set_input_delay [expr $clk_period * $clk_io_pct] -clock clk0 $non_clock_inputs
set_output_delay [expr $clk_period * $clk_io_pct] -clock clk0 [all_outputs]
```
==> run notes <==
The run has ended; figures from its reports follow.

The flow ran to the end, and the final reports show no timing, DRC or antenna violations. The maximum number of buffers from clock root to sink is 2. The total power draw came out at 1830 uW. The setup slack on the worst flop-to-flop path is 0.93 ns.

The net load switching power is about 350 uW. The overall chip area came out at approximately 0.0046 mm2. The internal power of the cells came out at 1470 uW.

The number of buffer and inverter instances along the worst setup path came out at 1. Hold analysis lists the worst path endpoint as array_start_flag. The first detailed-routing pass ran for 3 iterations.

The STA report counts the stages on the worst setup path as 1. CTS placed an instance of sky130_fd_sc_hd__clkbuf_8 at the clock tree root. TritonCTS built the clock tree. Per the skew report, the later register of the worst-skew pair sees a clock latency of 0.29 ns. The path depth of the worst reg2reg path came out at 1. The worst reg2reg path startpoint is state[0].

Among all stages on the critical path, the largest delay is contributed by sky130_fd_sc_hd__clkdlybuf4s50_1. The share of total power consumed by net switching is 19.2%. Looking at the gate-level netlist, the highest instance count belongs to sky130_fd_sc_hd__edfxtp_1. Per the run report, area growth between synthesis and finish was 65.8%. Of the total power, combinational logic draws 18.5%. The number of buffers created by CTS came out at 5. STA classifies the critical path endpoint as an output port. Per the post-route antenna check, the number of violating nets is 0.

The number of antenna violations at the first check in global routing came out at 0. The top-area cell type share of the netlist area came out at 71.2%. The routed design could run at a clock period as short as 1.61 ns. The number of instances in the synthesized netlist came out at 110. The tightest hold path in the finished design has a slack of 0.464 ns. The arrival time at the worst endpoint came out at 1.11 ns. The die span in y is ~68 um. The required time of the worst setup path is 2.00 ns. The average cell area after synthesis came out at 15.7 um2. The cell family contributing the most delay on the critical path is buffers and inverters. The count of buffers inserted at the top-level ports is 101.

Summing all flip-flop and latch instances after layout gives 0.00129 mm2. The final core area utilization came out at 70.1%. The maximum cell stage delay along the critical path came out at 0.48 ns. The leakage power summed over all cells came out at ~0.0011 uW. The measured slew at the worst slew-check pin is 0.705 ns. Of all nets on the critical path, the largest fanout is 1. Adding up every negative setup slack in the final design gives 0 ns. The number of DRC markers after the initial detailed-route iteration is 53. The kind of launch point of the worst setup path is a register.

The path type of the worst min-delay path is register to register. Setup repair after global routing left no endpoint under its margin. The maximum VDD drop came out at approximately 0.43 mV. The number of maximum-capacitance violations recorded for the run is 0. The hold path startpoint is state[1].

The synthesis report names the predominant flop master as sky130_fd_sc_hd__edfxtp_1. Per the detailed-route log, wirelength across all metal layers totals roughly 3.5 mm. The half-perimeter wire length of the detailed placement result is 2.73 mm. The critical path is of the register to output port type.

For this run, the chip area from Yosys synthesis comes to between 0.0015 and 0.002 mm2. Looking at the power breakdown, the clock network takes 30.4% of the total. The clock sink total is about 44. In this run the horizontal extent of the chip is 67.8 um.

The filler cell count in the final layout came out at 256. The row count came out at 23. The number of cells on the worst hold path is listed as 1. The pre-CTS setup slack came out at 0.907 ns. The detail-routed via count per cell is 4.66. The final tally of hold violations is 0.

The distinct cell type count of the synthesized netlist came out at 19. The number of cells upsized or downsized after cts came out at 0. For the worst reg-to-reg path, the endpoint reported by OpenROAD is s_array_q[3]. For reference, the top cells by area after synthesis are sky130_fd_sc_hd__edfxtp_1 (71%), sky130_fd_sc_hd__mux2i_1 (9.8%), sky130_fd_sc_hd__a21oi_1 (4.1%).

In this run the critical path is formed by clkdlybuf4s50_1. The boundary pin count came out at 104. The footprint of the multi-input gates is approximately 360 um2. The count of library flops with an enable pin came out at 41. At the floorplan stage, the core utilization is reported as 42.3%.

The number of design rule violations left after detail routing is 0. The worst slew slack as a fraction of its limit is between 50% and 60%. The global-route congestion overflow total is 0. The register share of total power came out at between 50% and 60%. The clock-pin slew on the worst setup and hold paths is 0.08 ns.

The count of hold buffers inserted by post-cts repair is 0. The number of setup violations in the final report is 0. The clock skew came out at 0.00426 ns. The cell area after technology mapping is 0.00173 mm2. The proportion of register bits with asynchronous set or reset after synthesis is 0%. The number of buffers inserted by post-CTS setup repair came out at 0. The layout cell share with drive strength beyond 1 came out at 5.16%. Timing would allow up to 620 MHz. The final weighted congestion of routability-driven global placement is 0.720. sky130_fd_sc_hd__edfxtp_1 takes more of the synthesized area than any other cell. The post-layout worst setup margin came out at 0.887 ns. The global-route wire length before repair came out at 5.25 mm.

The total power density per cell area came out at 637 mW/mm2. Overall routing resource usage recorded by global route was 16.9%. The H-tree depth reported by CTS is 2. The number of global-route vias before repair is 1171. Ranked by instance count, the synthesized netlist is headed by sky130_fd_sc_hd__edfxtp_1 (41), sky130_fd_sc_hd__mux2i_1 (17), sky130_fd_sc_hd__a21oi_1 (14), sky130_fd_sc_hd__nor2_1 (14), sky130_fd_sc_hd__nor2b_1 (4). The number of storage elements in the synthesis netlist is 44. The OpenROAD warning count is 27. The total number of yosys warnings is 20. The diode insertion count for antenna repair came out at 0.

The core region is 0.00409 mm2. The post-detailed-route wirelength per cell is approximately 13 um. The number of standard cells reported by yosys came out at 110. The pin count of the biggest net entering global routing came out at 25.

Pins over their slew limit in the final report were tallied at 0. The detailed-route via count is 1226. The post-synthesis sequential area ratio came out at 74.7%.

The share of the clock period used by the worst path after layout came out at 64.5%.
==> power groups by stage <==
stage	Clock, uW	Sequential, uW	Combinational (uW)
5_1_grt	600	943	373
4_1_cts	569	935	344
6_report	554	933	338
==> flip-flops by register name (all words and copies together), names as in the netlist <==
| signal | cells |
|---|---|
| s_wren | 1 |
| computeEncrypt_q | 8 |
| s_array_q | 8 |
| s_data | 8 |
| s_address | 8 |
| state | 2 |
| array_start_flag | 1 |
| shuffle_q | 8 |
==> area by class of cell <==
type,count,share of cell area (%)
Clock buffer,6,2.88
Clock inverter,2,1.35
Inverter,2,0.262
Multi-Input combinational cell,56,12.5
Sequential cell,44,45.0
Tap cell,50,2.18
Timing Repair Buffer,103,35.8
==> routing by layer <==
layer	part of all wire, %	GRT usage (%)	vias up
met5	0	0	-
met4	1.4	2.93	0
met3	13	7.36	6
met2	49	27.2	78
met1	37	22.4	537
li1	-	-	605
==> how the worst max path moves through the flow <==
| stage | end | startpoint |
|---|---|---|
| finish | s_address[1] | s_address[1] |
| global route | s_array_q[3] | state[0] |
| CTS | s_address[3] | s_address[3] |
==> kinds of logic (layout without fill, tap and decap cells) <==
family	Yosys count	count (layout)	synth area share, %
other cells	1	1	0.217
simple gates	21	21	5.57
compound gates	17	17	5.07
mux	17	17	9.84
buf+inv	10	113	4.63
flops	44	44	74.7
==> cell usage in the layout, fill, tap and decap left out <==
cell,n
sky130_fd_sc_hd__clkbuf_8,6
sky130_fd_sc_hd__dfxtp_1,3
sky130_fd_sc_hd__a21oi_1,14
sky130_fd_sc_hd__bufinv_16,1
sky130_fd_sc_hd__nor2b_1,4
sky130_fd_sc_hd__mux2i_1,17
sky130_fd_sc_hd__clkinv_4,1
sky130_fd_sc_hd__a21o_1,1
sky130_fd_sc_hd__and2_1,1
sky130_fd_sc_hd__o21ai_0,2
sky130_fd_sc_hd__nand2b_1,1
sky130_fd_sc_hd__or2_2,1
sky130_fd_sc_hd__conb_1,1
sky130_fd_sc_hd__inv_1,2
sky130_fd_sc_hd__buf_4,2
sky130_fd_sc_hd__edfxtp_1,41
sky130_fd_sc_hd__clkdlybuf4s50_1,101
sky130_fd_sc_hd__nor2_1,14
==> per-stage QoR <==
stage,instance area [um2],std cells
after floorplan,1730,110
after global placement,2750,255
after detailed placement,2750,255
after CTS,2870,263
after global routing,2870,263
final,2870,263
Power figures rest on the tool's default switching activity, not on a simulated workload.
