$ cat flow/config.mk
export PLATFORM = sky130hd
export DESIGN_NAME = computeEncrypt
export DESIGN_NICKNAME = computeEncrypt
export VERILOG_FILES = /design/flow/design.v
export SDC_FILE = /design/flow/constraint.sdc
export NUM_CORES = 4
export LEC_CHECK = 1
export CORE_UTILIZATION = 40
$ cat flow/constraint.sdc
current_design computeEncrypt

set clk_period 3.6
set clk_io_pct 0.2

create_clock -name clk0 -period $clk_period [get_ports {clk}]

set non_clock_inputs [all_inputs -no_clocks]
set_input_delay [expr $clk_period * $clk_io_pct] -clock clk0 $non_clock_inputs
set_output_delay [expr $clk_period * $clk_io_pct] -clock clk0 [all_outputs]
$ cat flow/design.v
`default_nettype none
module 
picoblaze_template
#(
parameter clk_freq_in_hz = 25000000
) (
				output reg[7:0] led,
				output reg[7:0] ledr,
            inout [7:0] lcd_d,
            output reg lcd_rs,
            output lcd_rw,
            output reg lcd_e,
				input clk,
				input [7:0]dataVAL,
				input interupt_flag,
				input [7:0] input_data
			     );
wire[9:0]  address;
wire[17:0]  instruction;
wire[7:0]  port_id;
wire[7:0]  out_port;
reg[7:0]  in_port;
wire  write_strobe;
wire  read_strobe;
reg  interrupt;
wire  interrupt_ack;
wire  kcpsm3_reset;
reg[26:0] int_count;
reg event_1hz;
reg event_int_flag;
reg        lcd_rw_control;
reg[7:0]   lcd_output_data;
pacoblaze3 led_8seg_kcpsm
(
                  .address(address),
               .instruction(instruction),
                   .port_id(port_id),
              .write_strobe(write_strobe),
                  .out_port(out_port),
               .read_strobe(read_strobe),
                   .in_port(in_port),
                 .interrupt(interrupt),
             .interrupt_ack(interrupt_ack),
                     .reset(kcpsm3_reset),
                       .clk(clk));
 wire [19:0] raw_instruction;
	pacoblaze_instruction_memory 
	pacoblaze_instruction_memory_inst(
     	.addr(address),
	    .outdata(raw_instruction)
	);
	always @ (posedge clk)
	begin
	      instruction <= raw_instruction[17:0];
	end
    assign kcpsm3_reset = 0;                       
 always @ (posedge clk)   
 begin
      if (interrupt_ack)  
            interrupt <= 0;
      else if (interupt_flag)    
      		 interrupt <= 1;
 end
 always @ (posedge clk)
 begin
    case (port_id[7:0])
        8'h0:    in_port <= input_data;
		  8'h1:	  in_port <= dataVAL;      
        default: in_port <= 8'bx;
    endcase
end
  always @ (posedge clk)
  begin
        if (write_strobe & port_id[7])   
          led <= out_port;
        if (write_strobe & port_id[3])   
          ledr <= out_port;
        if (write_strobe & port_id[6])   
          lcd_output_data <= out_port;
        if (write_strobe & port_id[5])  
	  begin
             lcd_rs <= out_port[2];
             lcd_rw_control <= out_port[1];
             lcd_e <= out_port[0];
        end
  end
  assign lcd_rw = lcd_rw_control;
  assign lcd_d = lcd_rw_control ? 8'bZZZZZZZZ : lcd_output_data;
endmodule
module computeEncrypt(input clk,input reset,input [7:0] s_q, input [7:0]encrypt_K_q, 
							output wrenS, output wrenD, output [7:0]dencrypt_K_data, output [4:0]kE_add,output [4:0]kD_add, output [7:0]s_add,output [7:0] s_data   );
reg [7:0] sI;
reg [7:0] sJ;
reg [7:0] sF;
reg [4:0] kCurrent;
reg [4:0] k;
reg [7:0] f;
reg [7:0] i;
reg [7:0] j;
reg [7:0]encrypt_K;
reg [7:0]dencrypt_K;
reg [4:0] state;
parameter [4:0] SLEEP 			= 5'b00111;
parameter [4:0] INIT 			= 5'b00001;
parameter [4:0] INCREMENT_I 	= 5'b00011;
parameter [4:0] READ_S_I 		= 5'b00010;
parameter [4:0] WAIT_S_I 		= 5'b00110;
parameter [4:0] INCREMENT_J 	= 5'b00100;
parameter [4:0] READ_S_J 		= 5'b01100;
parameter [4:0] WAIT_S_J 		= 5'b01000;
parameter [4:0] SWAP_WRITE_I 	= 5'b11000;
parameter [4:0] SWAP_WAIT_I 	= 5'b10000;
parameter [4:0] SWAP_PAUSE		= 5'b00000;
parameter [4:0] SWAP_WRITE_J 	= 5'b10010;
parameter [4:0] SWAP_WAIT_J 	= 5'b11010;
parameter [4:0] F_ADD 			= 5'b01010;
parameter [4:0] READ_F 			= 5'b01110;
parameter [4:0] WAIT_F 			= 5'b01111;
parameter [4:0] READ_ECRYPT 	= 5'b01011;
parameter [4:0] WAIT_ECRYPT 	= 5'b01001;
parameter [4:0] XOR_F_ECRYPT 	= 5'b01101;
parameter [4:0] WRITE_DECRYPT = 5'b11101;
parameter [4:0] WAIT_DECRYPT 	= 5'b11111;
initial state = SLEEP;
always_ff @(posedge clk or posedge reset)
begin
	if(reset)
		state<= INIT;
	else
	begin
		case(state)
			INIT: 
					begin 
					if (kCurrent <= 8'd31)
						state <= INCREMENT_I;
					end
			INCREMENT_I:
					begin
					state <= READ_S_I;
					end
			READ_S_I:
					begin 
						state <= WAIT_S_I;
					end
			WAIT_S_I: 
					begin
					state <= INCREMENT_J;
					end
			INCREMENT_J:
					begin
					state <= READ_S_J;
					end
			READ_S_J:
					begin
					state <= WAIT_S_J;
					end
			WAIT_S_J:
					begin
					state <= SWAP_WRITE_I;
					end
			SWAP_WRITE_I:
					begin
					state <= SWAP_WAIT_I;
					end
			SWAP_WAIT_I:
					begin
					state <= SWAP_PAUSE;
					end
			SWAP_PAUSE:
					begin
					state <= SWAP_WRITE_J;
					end
			SWAP_WRITE_J:
					begin
					state <= SWAP_WAIT_J;
					end
			SWAP_WAIT_J:
					begin
					state <= F_ADD;
					end
			F_ADD:
					begin
					state <= READ_F;
					end
			READ_F:
					begin
					state <= WAIT_F;
					end
			WAIT_F:
					begin
					state <= READ_ECRYPT;
					end
			READ_ECRYPT:
					begin
					state <= WAIT_ECRYPT;
					end
			WAIT_ECRYPT:
					begin
					state <= XOR_F_ECRYPT;
					end
			XOR_F_ECRYPT:
					begin
					state <= WRITE_DECRYPT;
					end
			WRITE_DECRYPT:
					begin
					state <= WAIT_DECRYPT;
					end
			WAIT_DECRYPT:
					begin
					state <= INIT;
					end
			SLEEP:
					begin
						state <= SLEEP;
					end
			default: state <= INIT;
		endcase
	end
end
always @(posedge clk)
begin
	if (state == INCREMENT_I)begin
		i <= i + 1'd1;
	end else if (state == READ_S_I)begin
		s_add <= i;
	end else if (state == WAIT_S_I)begin
		sI <= s_q;
	end else if (state == INCREMENT_J)begin
		j <= j + sI; 
	end else if (state == READ_S_J)begin
		s_add <= j;
	end else if (state == WAIT_S_I)begin
		sJ <= s_q;
	end else if (state == SWAP_WRITE_I)begin
		s_add <= i;
		s_data <= sJ;
	end else if (state == SWAP_WRITE_J)begin
		s_add <= j;
		s_data <= sI;
	end else if (state == F_ADD)begin
		f <= sJ+sI;
	end else if (state == READ_F)begin
		s_add <= f;
	end else if (state == WAIT_F)begin
		sF <= s_q;
		kCurrent <= k;
	end else if (state == READ_ECRYPT)begin
		kE_add <= kCurrent;
	end else if (state == WAIT_ECRYPT)begin
		encrypt_K <= encrypt_K_q;
	end else if (state == XOR_F_ECRYPT)begin
		dencrypt_K <= (sF^encrypt_K);
	end else if (state == WRITE_DECRYPT)begin
		kD_add <= kCurrent;
		dencrypt_K_data <=dencrypt_K; 
	end else if (state == WAIT_DECRYPT)begin
		k = kCurrent + 1'd1;
	end
end
always_comb
begin
	wrenS = (state[4] & !state[2]);
	wrenD = (state[4] & state[2]);
end
endmodule
$ cat flow/run.sh
#!/bin/bash
# OpenROAD 26Q1-2900-gdf79404cd8, Yosys 0.63+post, stock flow scripts
make -C /OpenROAD-flow-scripts/flow DESIGN_CONFIG=/design/flow/config.mk WORK_HOME=/design/flow/orfs finish
==> impl_metrics.ini <==
; synthesis and place-and-route metrics
[outcome]
status = completed

[timing]
skew_ns = 0.01335
rsz0062_at_grt = false
finalHoldViolations = 0
slew_violations = 0
tightestPinTransition_ns = 0.6882
setup_violations = 0
setup_tns_ns = 0
timing.fmax_mhz = 407.3
maxSlewHeadroom_pct = 53.95
finalCriticalPeriod_ns = 2.455
timing.final.crit_share_pct = 68.20

[floorplan]
die_h_um = 100.6
initCoreUtil_pct = 41.72
core_area_mm2 = 0.009328
pin_count = 54
die_w_um = 100.6
chipArea_mm2 = 0.01013
fp-row-count = 35

[route]
antenna_cells = 0
routed_via_density = 4.890
drt-initial-drc-count = 56
drcViolationCount = 0
num_vias = 2132
wl_per_cell_um = 14.22
wirelength_um = 6200
postRouteAntennaNets = 0
firstDrtPassIters = 4

[min_path]
hold_depth = 0
hp-class = flop to flop

[cts]
clock_sinks = 97
cts-root-buf = clkbuf_8
cts_inserted_buffers = 9
clockBufferDepth = 2
ctsResizeCount = 0
clk_pin_slew_ns = 0.11
cts_hold_buf = 0
cts_tree = yes
worst_skew_pair.late_latency_ns = 0.37
h-tree-depth = 3
cts_setup_buffers = 0

[flow_run]
log.warning_count = 25
cap_violations = 0

[placement]
hpwl_um = 4303
io_buffer_count = 53
gp_congestion = 0.8102
dpl_cell_area_mm2 = 0.004611

[setup_path]
crit_type = flop to output port
crit_path_start_kind = flop
critical_path_arrival_ns = 1.74
cp_max_fo = 16
crit_required_ns = 2.88
worstSetupEndpointType = output port
rr_worst_depth = 5

[logic_synthesis]
common_cells = edfxtp_1 (92), xor2_1 (14), nor2_1 (12), ha_1 (10), a21oi_1 (9)
yosys_area_mm2 = 0.003891
top_cells_by_area = edfxtp_1 (71%), ha_1 (3.2%), xor2_1 (3.2%), dfrtp_1 (2.6%), mux2_2 (2.3%)
synth.distinct_cells = 41
synth_cells = 237
syn_area_mm2 = 0.003891
async_reset_ff_share_pct = 5.155
flop_cell = edfxtp_1
netlist.area_leader.share_pct = 71.00
top_cell = edfxtp_1
yosysWarningCount = 14
yosysCellCount = 237
synth_top_cell_by_area = edfxtp_1
ys.flops = 97
synth-edff-count = 92
ys_seq_share_pct = 74.24
syn_area_per_cell_um2 = 16.42

[layout]
n_fill_cell = 755
area_delta_synth_final_pct = 23.50
drive_gt1_share_pct = 11.07
layout.area.comb_um2 = 947.2
flop_area_mm2 = 0.002889
post-route-cell-area_mm2 = 0.004806

[power]
pwr_density_cell_mw_per_mm2 = 402.6
leakagePower_nw = 1.654
vdd_drop_max_mv = 0.2007

[grt]
grt_max_degree = 20
grt_pass1_vias = 2083
track_usage_pct = 14.20
overflow = 0
grt_pass1_wl_um = 10260
antenna_found_initial = 0
[routing by layer]
metal / vias up / global-route usage, % / wire length [um]
li1: 1031 / - / -
met4: 0 / 2.007 / 105
met5: - / 0 / 0
met2: 74 / 21.34 / 2889
met1: 1015 / 22.05 / 2749
met3: 12 / 5.571 / 456
[flip-flops by register name, indices dropped and copies added (netlist names)]
| register | cells |
|---|---|
| dencrypt_K_data | 8 |
| j | 8 |
| state | 5 |
| i | 8 |
| dencrypt_K | 8 |
| k | 5 |
| kD_add | 5 |
| kE_add | 5 |
| s_data | 8 |
| s_add | 8 |
| kCurrent | 5 |
| sI | 8 |
| sF | 8 |
| encrypt_K | 8 |
[cells by family (layout without fill, tap and decap cells)]
logic type,Yosys count,in the layout,share of synthesized area [%]
buffers and inverters,14,84,1.415
XOR/XNOR,22,22,4.952
adder cells (fa/ha/maj),11,11,3.730
AND/OR/NAND/NOR,52,52,7.331
flip-flops,97,97,74.24
AND-OR/OR-AND,33,33,6.013
multiplexers,8,8,2.315
[where the power goes]
part	switching, mW	internal, mW
clock network	0.410	0.273
logic	0.00660	0.0180
registers	0.00203	1.23
[worst paths after layout]
check                      slack (ns)                 end          start
max                              1.14               wrenS       state[4]
min                              0.42  dencrypt_K_data[4]  dencrypt_K[4]
max reg2reg                      1.66                j[6]          sI[0]
min reg2reg                      0.42  dencrypt_K_data[4]  dencrypt_K[4]
max in group asynchronous        2.81            state[0]          reset
min in group asynchronous        0.54            state[4]          reset
[metrics by stage]
stage	util (%)	instances	hold slack, ns	worst slack (ns)	total power [mW]
after floorplan	-	237	0.4003	1.662	1.256
after global placement	49.43	420	0.4028	1.568	1.278
after detailed placement	49.43	420	0.4045	1.550	1.278
after CTS	51.52	436	0.4117	1.132	1.955
after global routing	51.52	436	0.4221	1.002	2.007
final	51.52	436	0.4165	1.145	1.935
[critical path, stage by stage (launching register included)]
cell	delay [ns]
dfrtp_1	0.64
nand2b_1	0.17
inv_1	0.10
clkdlybuf4s50_1	0.46
[area by class of cell]
cell class,instances,share of cell area [%]
Sequential cell,97,60.11
Multi-Input combinational cell,126,19.71
Timing Repair Buffer,60,12.13
Tap cell,129,3.359
Clock buffer,9,2.577
Clock inverter,7,1.484
Inverter,8,0.6248
[cells in the final DEF (no fill, tap or decap), drive strengths merged, types with 9 or more instances in the layout]
cell,netlist,routed
edfxtp,92,92
clkdlybuf4s50,0,53
xor2,14,14
nor2,12,12
inv,8,12
ha,10,10
a21oi,9,9
clkbuf,3,9
Power and IR drop assume default switching activity.
