**design/flow/design.v**
```verilog
`default_nettype none
module 
picoblaze_template
#(
parameter clk_freq_in_hz = 25000000
) (
				output reg[7:0] led,
				output reg[7:0] ledr,
            inout [7:0] lcd_d,
            output reg lcd_rs,
            output lcd_rw,
            output reg lcd_e,
				input clk,
				input [7:0]dataVAL,
				input interupt_flag,
				input [7:0] input_data
			     );
wire[9:0]  address;
wire[17:0]  instruction;
wire[7:0]  port_id;
wire[7:0]  out_port;
reg[7:0]  in_port;
wire  write_strobe;
wire  read_strobe;
reg  interrupt;
wire  interrupt_ack;
wire  kcpsm3_reset;
reg[26:0] int_count;
reg event_1hz;
reg event_int_flag;
reg        lcd_rw_control;
reg[7:0]   lcd_output_data;
pacoblaze3 led_8seg_kcpsm
(
                  .address(address),
               .instruction(instruction),
                   .port_id(port_id),
              .write_strobe(write_strobe),
                  .out_port(out_port),
               .read_strobe(read_strobe),
                   .in_port(in_port),
                 .interrupt(interrupt),
             .interrupt_ack(interrupt_ack),
                     .reset(kcpsm3_reset),
                       .clk(clk));
 wire [19:0] raw_instruction;
	pacoblaze_instruction_memory 
	pacoblaze_instruction_memory_inst(
     	.addr(address),
	    .outdata(raw_instruction)
	);
	always @ (posedge clk)
	begin
	      instruction <= raw_instruction[17:0];
	end
    assign kcpsm3_reset = 0;                       
 always @ (posedge clk)   
 begin
      if (interrupt_ack)  
            interrupt <= 0;
      else if (interupt_flag)    
      		 interrupt <= 1;
 end
 always @ (posedge clk)
 begin
    case (port_id[7:0])
        8'h0:    in_port <= input_data;
		  8'h1:	  in_port <= dataVAL;      
        default: in_port <= 8'bx;
    endcase
end
  always @ (posedge clk)
  begin
        if (write_strobe & port_id[7])   
          led <= out_port;
        if (write_strobe & port_id[3])   
          ledr <= out_port;
        if (write_strobe & port_id[6])   
          lcd_output_data <= out_port;
        if (write_strobe & port_id[5])  
	  begin
             lcd_rs <= out_port[2];
             lcd_rw_control <= out_port[1];
             lcd_e <= out_port[0];
        end
  end
  assign lcd_rw = lcd_rw_control;
  assign lcd_d = lcd_rw_control ? 8'bZZZZZZZZ : lcd_output_data;
endmodule
module array_shuffle(clk,
							rst,
							secret_key,
							secret_byte,
							address,
							address_i,
							address_j,
							data,
							q,
							q_i,
							q_j,
							wren,
							array_done_flag,
							swap_done_flag,
							test_bit,
							temp_reg
							);
input clk;	 
input rst;
input reg [23:0] secret_key;	 
output reg [7:0] secret_byte;
reg [3:0] state;	 
output reg [7:0] address_i;	 
output reg [7:0] address_j;	 
output reg [7:0] address;	 
output reg [7:0] data;	 
output reg [7:0] q_i;	 
output reg [7:0] q_j;  
input reg [7:0] q;	 
output wren;	 
output reg [7:0] temp_reg;	 
input array_done_flag;	 
output swap_done_flag;	 
reg [8:0] counter;
output logic test_bit;
parameter [3:0] INIT = 4'b0000;	 
parameter [3:0] CALC_J = 4'b0001;	 
parameter [3:0] READ_SJ = 4'b0011;	
parameter [3:0] SWAP_REG = 4'b0010;	
parameter [3:0] SET_J_ADDR = 4'b0110;	
parameter [3:0] WRITE_I_TO_J = 4'b0111;	
parameter [3:0] WAIT = 4'b0101;	
parameter [3:0] SET_I_ADDR = 4'b0100;
parameter [3:0] WRITE_J_TO_I = 4'b1100;	
parameter [3:0] INCR_I = 4'b1101;	
parameter [3:0] CMP_I = 4'b1111;
parameter [3:0] END_SWAP = 4'b1110;	
always_ff @(posedge clk or negedge rst)
begin
	if(!rst) state <= INIT;
	else
	begin
		case(state)
			INIT:
			begin
				if(array_done_flag)
					state <= CALC_J;
				else
					state <= INIT;
			end
			CALC_J:
			begin
				state <= READ_SJ;
			end
			READ_SJ:
			begin
				state <= SWAP_REG;
			end
			SWAP_REG:
			begin
				state <= SET_J_ADDR;
			end
			SET_J_ADDR:
			begin
				state <= WRITE_I_TO_J;
			end
			WRITE_I_TO_J:
			begin
				state <= WAIT;
			end	
			WAIT:
			begin
				state <= SET_I_ADDR;
			end	
			SET_I_ADDR:
			begin
				state <= WRITE_J_TO_I;
			end	
			WRITE_J_TO_I:
			begin
				state <= INCR_I;
			end
			INCR_I:
			begin
				state <= CMP_I;
			end
			CMP_I:
			begin
				if(counter <= 9'd255)
					state <= CALC_J;
				else
					state <= END_SWAP;
			end
			END_SWAP:
			begin
				state <= END_SWAP;
			end
			default: state <= INIT;
		endcase
	end
end
always @ (posedge clk)
begin
	if(state == INIT)
		begin
			counter = 9'd0;
			address_i = 8'd0;  
			address_j = 8'd0;
			address = address_i;  
			wren = 1'b0;  
			swap_done_flag = 1'b0;
		end
	else if(state == CALC_J)
		begin			
			q_i = q;
			if((address_i % 8'd3) == 8'd0)
				address_j = address_j + q_i + secret_key[23:16];
			else if((address_i % 8'd3) == 8'd1)
				address_j = address_j + q_i + secret_key[15:8];
			else
				address_j = address_j + q_i + secret_key[7:0];
			address = address_j;
			wren = 1'b0;
			swap_done_flag = 1'b0;
		end
	else if(state == READ_SJ)
	begin
		q_j = q;
		wren = 1'b0;
		swap_done_flag = 1'b0;
	end
	else if(state == SWAP_REG)
		begin
			temp_reg = q_j;
			q_j = q_i;
			q_i = temp_reg;
			wren = 1'b0;
			swap_done_flag = 1'b0;
		end
	else if(state == SET_J_ADDR)
		begin
			address = address_j;
			data = q_j;
			wren = 1'b0;
			swap_done_flag = 1'b0;
		end
	else if(state == WRITE_I_TO_J)
		begin
			wren = 1'b1;
			swap_done_flag = 1'b0;
		end
	else if(state == WAIT)
		begin
			wren = 1'b0;
			swap_done_flag = 1'b0;
		end
	else if(state == SET_I_ADDR)
		begin
			address = address_i;
			data = q_i;
			wren = 1'b0;
			swap_done_flag = 1'b0;
		end
	else if(state == WRITE_J_TO_I)
		begin
			wren = 1'b1;
			swap_done_flag = 1'b0;
		end
	else if(state == INCR_I)
		begin
			counter = counter + 9'd1;
			wren = 1'b0;
			swap_done_flag = 1'b0;
		end
	else if(state == CMP_I)
		begin
			address_i = counter[7:0];
			address = address_i;
			wren = 1'b0;
			swap_done_flag = 1'b0;
		end
	else if(state == END_SWAP)
		begin
			wren = 1'b0;
			swap_done_flag = 1'b1;
		end
	else
		begin
			wren = 1'b0;
			swap_done_flag = 1'b0;
		end
end
endmodule
```
**design/flow/run.sh**
```bash
#!/bin/bash
# OpenROAD 26Q1-2900-gdf79404cd8, Yosys 0.63+post, stock flow scripts
make -C /OpenROAD-flow-scripts/flow DESIGN_CONFIG=/design/flow/config.mk WORK_HOME=/design/flow/orfs finish
```
**design/flow/config.mk**
```make
export PLATFORM = sky130hd
export DESIGN_NAME = array_shuffle
export DESIGN_NICKNAME = array_shuffle
export VERILOG_FILES = /design/flow/design.v
export SDC_FILE = /design/flow/constraint.sdc
export NUM_CORES = 4
export LEC_CHECK = 1
export CORE_UTILIZATION = 40
```
**design/flow/constraint.sdc**
```tcl
current_design array_shuffle

set clk_period 5.8
set clk_io_pct 0.2

create_clock -name clk0 -period $clk_period [get_ports {clk}]

set non_clock_inputs [all_inputs -no_clocks]
set_input_delay [expr $clk_period * $clk_io_pct] -clock clk0 $non_clock_inputs
set_output_delay [expr $clk_period * $clk_io_pct] -clock clk0 [all_outputs]
```
==> impl_metrics.toml <==
# flow metrics
[floorplan]
floorplan.io_pins = 102
design.die.area_um2 = 12500
starting_utilization_of_the_core_area_pct = 41.6
core_box_area_um2 = 11600
placementRows = 39
die_y_extent_um = 112
horizontal_die_size_um = 112

[drt]
drt_iter0_markers = 252
route.detailed.vias_per_inst = 5.17
ant_nets = 0
routed_wl_um = 11000
post_drt_wl_per_cell_um = 15.5
diodes = 0
drcViolationCount = 16
route.vias.total = 3676
detail_route.first_pass.iterations = 53

[final_timing]
hold_violations = 0
layout_worst_path_cycle_share_pct = 93.9
timing.final.max_slew_violations = 0
tightest_slew_ps = 840
clock-skew-final_ps = 8.53
rsz0062_at_grt = "false"
achievable-frequency_mhz = 184
fin_setup_tns_ps = 0
maxSlewHeadroom_pct = 44.0
setup_viol = 0
final.min_clock_period_ps = 5450

[global_routing]
grt_pass1_wl_um = 17800
largest_net_degree_at_the_start_of_global_routing = 42
grt_pass1_vias = 3482
antenna_violations_before_repair = 0
globalRoute.totalOverflow = 0
global_route.usage.total_pct = 18.6

[setup_path]
worstPathMaxFanout = 15
reg2reg_setup_slack_ps = 350
r2r_end = "address[7]"
crit_path_cell_trace = "or4b_4, mux2i_4, o22ai_2, and2_1, inv_1, ha_1, buf_4, a221o_1, nor2_2, a211oi_4, nor3_4, xnor2_4, mux2_1, mux2_4, ha_1, a21o_1, a21oi_1, o21bai_1, a21oi_2, o21bai_1, a21oi_2, xor2_1, o2111ai_2, a311oi_2"
r2r-start = "address_i[6]"
r2r_cells = 24
critical-path-max-stage-delay_ps = 520
timing.critical_path.to_type = "flip-flop"
timing.critical_path.from_type = "flip-flop"
timing.critical_path.slowest_stage_cell = "or4b_4"
timing_worst_setup_path_type = "flip-flop to flip-flop"
required_ps = 6040
arrival_ps = 5690

[place]
post-dp-hpwl_um = 8010
io_buffer_count = 92
finalWeightedCongestion = 0.796
numPlacedInstances = 695

[power]
power_density_nw_per_um2 = 300
max-vdd-ir-drop_mv = 0.189
leakage_nw = 2.51

[clock_tree]
cts-root-to-sink-buffers = 2
cts_tree = "done"
clock_sink_count = 79
cts.root.buffer_cell = "clkbuf_16"
clk_pin_slew_worst_paths_ps = 70
clock_insertion_delay_worst_skew_ps = 330
number_of_buffers_inserted_during_clock_tree_synthesis = 9
post_cts_buffers = 0
cts-htree-levels = 3

[min_path]
worstHoldPathCells = 0
min-delay-path-class = "flip-flop to flip-flop"
min_delay_worst_endpoint = "state[1]"
holdCritStartpoint = "state[7]"

[yosys]
yosys_area_um2 = 4810
synth_cells = 472
postSynthSeqShare_pct = 40.8
synth.area.mux_share_pct = 11.8
cell_variety_after_synth = 72
ys.flop_type = "dfxtp_1"
ys.warnings.count = 37
simple_gate_fraction_of_synth_area_pct = 15.5
synth-async-reset-ratio_pct = 15.2
post_synthesis_share_of_cell_area_spent_on_full_adders_half_adders_and_majority_gates_pct = 5.52
syn_area_um2 = 4810
synth_stat.cells = 472
synthXorXnorAreaFrac_pct = 5.31
post_synth_ao_oa_area_fraction_pct = 15.4
enable_flop_cells = 32
ys.flops = 79
yosys-dominant-comb-family = "simple AND/OR/NAND/NOR gates"
avgSynthCellArea_um2 = 10.2

[outcome]
outcome = "finished, violations left"
failed_checks = "design-rule violations"

[layout]
largest_register_ffs = 12
registers.top_by_ff_count = "state"
fin_cells = 711
largest_registers = "state x12, counter x9"
areaGrowthSynthToFinish_pct = 29.4
post_route_cells_drive_above_1_share_pct = 15.5

[flow_run]
max-cap-violations = 0
tool_warnings = 25
==> metal layers <==
metal	up-vias	routed length, µm	GRT usage [%]
met2	93	4870	28.1
met3	9	655	3.93
met1	1696	5370	29.6
li1	1878	-	-
met5	-	0	0
met4	0	94	1.53
==> cells by family (layout without fill, tap and decap cells) <==
| family | after synthesis | after routing |
|---|---|---|
| adder cells (fa/ha/maj) | 20 | 20 |
| other | 1 | 9 |
| XOR/XNOR | 27 | 27 |
| AND-OR/OR-AND | 100 | 100 |
| multiplexers | 52 | 52 |
| buffers and inverters | 47 | 135 |
| AND/OR/NAND/NOR | 146 | 146 |
| flip-flops | 79 | 79 |
==> stage by stage <==
stage	worst slack, ps	total power, mW	hold WS (ps)	area (µm²)	util (%)
floorplan	263	1.03	352	4840	-
global placement	226	1.21	399	5830	50.4
detailed placement	70.4	1.20	402	5830	50.4
CTS	50.3	1.87	417	6180	53.5
global route	28.6	1.98	439	6230	53.8
finish	354	1.87	417	6230	53.8
==> worst max path at each step <==
stage                   startpoint          to  slack, ps  cells after the start
after CTS             address_i[2]  address[7]         50                     24
final                 address_i[6]  address[7]        350                     24
after global routing  address_i[3]  address[7]         30                     24
==> layout make-up <==
cell class	instances	area [µm²]
clock buffer	9	225
clock inverter	7	126
fill	972	5340
inverter	14	52.6
multi-input combinational	354	2660
sequential	79	1970
tap	143	179
timing repair buffer	105	1020
==> worst max-delay path, delay by kind of cell, from the launching register on <==
kind	cells	cell delay, ps
AND-OR/OR-AND	11	2060
multiplexers	3	830
AND/OR/NAND/NOR	4	890
adder cells (fa/ha/maj)	2	480
buffers and inverters	2	250
flip-flops	1	480
XOR/XNOR	2	350
==> cell usage after synthesis, types with 5 or more instances <==
master	count	area, µm²
nor2_1	66	248
a21oi_1	39	195
dfxtp_1	35	701
edfxtp_1	32	961
mux2i_1	25	250
mux2_2	24	270
nand2_1	20	75.1
ha_1	18	225
xnor2_1	16	140
inv_1	14	52.6
buf_4	11	82.6
clkbuf_1	11	41.3
dfrtp_1	11	275
nor3_1	10	50.1
o21ai_0	10	50.1
xor2_1	10	87.6
nand2b_1	9	56.3
a21o_1	7	52.6
nand3_1	6	30.0
o21bai_1	6	45.0
buf_6	5	56.3
==> where the power goes <==
part | switching [mW] | internal (mW) | leakage (nW)
Clock | 0.237 | 0.427 | 0.169
Sequential | 0.0399 | 0.605 | 0.736
Combinational | 0.263 | 0.299 | 1.61
Total | 0.540 | 1.33 | 2.51
==> what timing repair did <==
item,in CTS,in global routing
resized,0,12
setup endpoints to repair,0,6
hold buffers,0,0
==> placed cells by master (no fill, tap or decap), drive strengths merged, types with 18 or more instances in the layout <==
| cell type | synthesis | final |
|---|---|---|
| nand2 | 20 | 20 |
| mux2i | 26 | 26 |
| a21oi | 39 | 39 |
| nor2 | 67 | 67 |
| mux2 | 26 | 26 |
| dfxtp | 35 | 35 |
| edfxtp | 32 | 32 |
| clkdlybuf4s50 | 0 | 92 |
| ha | 18 | 18 |
No activity file was given, so power comes from the tool's default toggle rates.
